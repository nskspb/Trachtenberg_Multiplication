`./config.mk`:
```
export PLATFORM = sky130hd
export DESIGN_NAME = trachtenberg_pipelines
export DESIGN_NICKNAME = trachtenberg_pipelines
export VERILOG_FILES = /design/flow/design.v
export SDC_FILE = /design/flow/constraint.sdc
export NUM_CORES = 4
export LEC_CHECK = 1
export CORE_UTILIZATION = 30
```
`./constraint.sdc`:
```
current_design trachtenberg_pipelines

set clk_period 2.3
set clk_io_pct 0.2

create_clock -name clk0 -period $clk_period [get_ports {iclk}]

set non_clock_inputs [all_inputs -no_clocks]
set_input_delay [expr $clk_period * $clk_io_pct] -clock clk0 $non_clock_inputs
set_output_delay [expr $clk_period * $clk_io_pct] -clock clk0 [all_outputs]
```
`./design.v`:
```
`timescale 1ns / 1ps
module trachtenberg_pipelines
    #( parameter WIDTH = 5)
    (
    input iclk,
    input [WIDTH - 1 : 0] ia,
    input [WIDTH - 1 : 0] ib,
    output [WIDTH*2 - 1 : 0] ores,
    input istart,
    output ovalid,
    output oready
    );
    reg [WIDTH - 1 : 0] a;
    reg [WIDTH - 1 : 0] b;
    reg [WIDTH*2 - 1 : 0] res0, res1, res2, res3, res4, res5, res6, res7, res8;
    reg [WIDTH*2 - 1 : 0] ans0, ans1, ans2, ans3, ans4, ans5, ans6, ans7, ans8;
    reg valid;
    reg ready;
    always @(posedge iclk)
    begin
        res0 <= a[0] & b[0];
        ans0[0] <= res0[0];
        ans1 <= ans0;
        res1 <= (a[0] & b[1]) + (a[1] & b[0]);
        ans1[1] <= res1[0];
        ans2 <= ans1;
        res2 <= (a[0] & b[2]) + (a[2] & b[0]) + (a[1] & b[1]) + res1[9:1];
        ans2[2] <= res2[0];
        ans3 <= ans2;
        res3 <= (a[0] & b[3]) + (a[3] & b[0]) + (a[2] & b[1]) + (a[1] & b[2]) + res2[9:1];
        ans3[3] <= res3[0];
        ans4 <= ans3;
        res4 <= (a[0] & b[4]) + (a[4] & b[0]) + (a[1] & b[3]) + (a[3] & b[1]) + (a[2] & b[2]) + res3[9:1];
        ans4[4] <= res4[0];
        ans5 <= ans4;
        res5 <= (a[1] & b[4]) + (a[4] & b[1]) + (a[2] & b[3]) + (a[3] & b[2]) + res4[9:1];
        ans5[5] <= res5[0];
        ans6 <= ans5;
        res6 <= (a[2] & b[4]) + (a[4] & b[2]) + (a[3] & b[3]) + res5[9:1];
        ans6[6] <= res6[0];
        ans7 <= ans6;
        res7 <= (a[3] & b[4]) + (a[4] & b[3]) + res6[9:1];
        ans7[7] <= res7[0];
        ans8 <= ans7;
        res8 <= (a[4] & b[4]) + res7[9:1];
        ans8[9:8] <= res8[1:0];
    end
    always @(posedge iclk)
    begin
        if (istart)
        begin
            a <= ia;
            b <= ib;
            ready <= 0;
        end
        if (valid) 
        begin
            ready <=1;
        end
        valid <= istart;
    end
    assign ovalid = valid;
    assign oready = ready;
    assign ores = ans8;
endmodule
```
`./run.sh`:
```
#!/bin/bash
# OpenROAD 26Q1-2900-gdf79404cd8, Yosys 0.63+post, stock flow scripts
make -C /OpenROAD-flow-scripts/flow DESIGN_CONFIG=/design/flow/config.mk WORK_HOME=/design/flow/orfs finish
```
==> flow_summary.yaml <==
# yosys + openroad results
run_status:
  status: "finished, violations left"
  violations: "setup timing"
place:
  dp_hpwl_mm: 1.863
  globalplace.congestion: 0.8109
  port_buffers: 23
  placed_cells: 295
  place_ws_ps: -71.73
  postPlaceCellArea_mm2: 0.002865
synth:
  synthMostInstantiatedCell: "dfxtp_1"
  ff_type: "dfxtp_1"
  ys_ff: 84
  yosysSeqAreaShare_pct: 72.14
  synth_top_area_share_pct: 59.98
  netlist_instances: 166
  yosys_warnings: 9
  yosys_cells: 166
  ys_types: 12
  avgSynthCellArea_um2: 14.88
  ys_area_mm2: 0.002470
  ys_top_cells_by_area: "dfxtp_1 (60%), edfxtp_1 (12%), fa_1 (11%)"
  syn-cell-area_mm2: 0.002470
  synth-edff-count: 10
  netlist_top_cells_count: "dfxtp_1 (74), inv_1 (21), and2_1 (13), fa_1 (13), nand2_1 (12)"
  top_area_cell: "dfxtp_1"
  ys_async_sr_fraction_pct: 0
run:
  drv_cap: 0
  warnings: 28
power_and_ir_drop:
  power_switching_uw: 834.2
  peakVddDrop_v: 0.0003145
  power.internal_uw: 2566
  p_leak_uw: 0.001359
  switching_share_pct: 24.53
  powerDensity_mw_per_mm2: 1101
  clkPwrFrac_pct: 29.8
  power_uw: 3400
  p_comb_share_pct: 12.3
  seqPwrFrac_pct: 57.9
timing:
  tightest_slew_ps: 493.1
  grt_setup_unrepaired: "yes"
  fin_crit_sh_pct: 103.5
  fin_worst_skew_ps: 12.03
  fin_crit_ps: 2381
  setup_violations: 1
  finalHoldViolCount: 0
  max_freq_mhz: 420.0
  slew_violations: 0
  relSlewSlack_pct: 67.03
  worst_slack_ps: -81.13
  holdWs_ps: 326.5
global_routing:
  grt_max_degree: 19
  grt_overflow: 0
  antenna_found_initial: 0
  grt_pass1_vias: 1018
  grt_use_total_pct: 7.330
  grt_pass1_wl_mm: 4.761
cts:
  cts_buffer_depth: 2
  cts_root_buffer: "clkbuf_8"
  cts_made_buffers: 9
  tritoncts: "done"
  postCtsHoldBufs: 0
  numClockSinks: 84
  path_clk_slew_ps: 90
  cts.htree.levels: 3
  clkLatencyLatePin_ps: 350
route:
  first_iter_violations: 15
  drtAntennaViolNets: 0
  routed_wl_mm: 2.800
  dr.pass1.iters: 3
  via_per_inst: 3.639
  dr_total_vias: 1139
  antennaDiodeCount: 0
  route.detailed.drc: 0
  wl_per_cell_um: 8.946
worst_setup_path:
  end_kind: "flop"
  crit_end: "res4[1]$_DFF_P_"
  crit_arrival_ps: 2640
  slowest_delay_ps: 520
  ff2ff_setup_slack_ps: -80
  crit_slowest_cell: "fa_2"
  startpoint: "b[3]$_DFFE_PP_"
  reg2reg_depth: 7
  cp_max_fo: 2
  criticalPathCategory: "reg -> reg"
  required_ps: 2560
  rr_endpoint: "res4[1]$_DFF_P_"
  reg2reg_from: "b[3]$_DFFE_PP_"
  crit_chain: "and2_4 > fa_1 > fa_1 > ha_2 > inv_2 > fa_2 > inv_2"
  crit_path_start_kind: "flop"
die:
  die_w_um: 92.74
  num_io_pins: 24
  num_rows: 32
  core_region_area_mm2: 0.007848
  die_h_um: 92.74
  fp_util_pct: 31.47
  dieArea_mm2: 0.008600
final_layout:
  stdcell_area_mm2: 0.003088
  instances_no_fill: 313
  areaGrowthSynthToFinish_pct: 25.03
  fill_cells: 758
  drive_gt1_share_pct: 14.22
min_path:
  hp-class: "reg -> reg"
cells by family after synthesis:
logic type	Yosys count	share of synthesized area (%)
DFF	84	72.14
and+or+nand+nor	28	5.876
adders and majority gates	24	16.11
AOI/OAI and AO/OA	4	0.9118
buffers and inverters	21	3.192
xor gates and xnor gates	5	1.773
worst min path at each step:
stage | start | end | slack, ps | cells after the start
after CTS | ans4[0]$_DFF_P_ | ans5[0]$_DFF_P_ | 330 | 0
after global routing | ans1[0]$_DFF_P_ | ans2[0]$_DFF_P_ | 330 | 0
final | ans4[0]$_DFF_P_ | ans5[0]$_DFF_P_ | 330 | 0
registers in the layout, indices dropped and copies added, names as in the netlist, 5 cells and up:
register / count
a: 5
ans5: 6
ans7: 8
ans6: 7
ans8: 10
ans4: 5
b: 5
cells in the final DEF, fill, tap and decap left out:
cell type | netlist | final
ha_1 | 11 | 10
nor2b_1 | 3 | 3
fa_2 | 0 | 3
xor2_1 | 4 | 4
inv_6 | 0 | 2
and2_1 | 13 | 11
xnor2_1 | 1 | 1
clkinv_4 | 0 | 1
and2_4 | 0 | 2
dfxtp_1 | 74 | 74
clkinv_8 | 0 | 1
a21oi_1 | 3 | 3
edfxtp_1 | 10 | 10
clkbuf_8 | 0 | 9
inv_8 | 0 | 3
inv_2 | 0 | 2
ha_2 | 0 | 1
clkdlybuf4s50_1 | 0 | 23
buf_4 | 0 | 6
a21o_1 | 1 | 1
inv_1 | 21 | 19
fa_1 | 13 | 10
nand2_1 | 12 | 12
critical path: cells and delay by family, from the launching register on:
| family | cells | cell delay (ps) |
|---|---|---|
| adders and majority gates | 4 | 1640 |
| DFF | 1 | 410 |
| and+or+nand+nor | 1 | 180 |
| buffers and inverters | 2 | 70 |
through the flow:
stage / util (%) / setup TNS (ps)
floorplan: - / -85.01
CTS: 39.19 / -80.16
finish: 39.35 / -81.13
detailed placement: 36.51 / -71.73
global placement: 36.51 / -42.70
global route: 39.35 / -214.4
layout make-up:
class                      count  area [µm²]  area share (%)
tap                          102       127.6           4.133
inverter                      21       78.83           2.553
timing repair buffer          29       275.3           8.914
clock inverter                 7       76.32           2.472
clock buffer                   9       123.9           4.011
multi-input combinational     61       624.3           20.22
sequential                    84        1782           57.70
routing by layer:
metal | vias up | GRT usage [%] | routed length, µm
met1 | 518 | 11.20 | 1367
met3 | 8 | 2.673 | 153
met2 | 23 | 10.25 | 1196
met4 | 0 | 2.051 | 82
li1 | 590 | - | -
met5 | - | 0 | 0
power by group through the flow:
stage,Sequential [µW],Combinational [µW],Clock [µW]
after CTS,1970,420,1060
after global routing,2000,502,1120
final,1970,418,1010
timing repair:
action / 4_1_cts / 5_1_grt
resized: 1 / 3
setup endpoints to repair: 2 / 4
buffers inserted: 1 / 1
hold endpoints to repair: 0 / 0
pin swaps: 2 / 3
Power is estimated from default activity; no workload was simulated.
