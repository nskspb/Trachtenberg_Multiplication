==> design/flow/design.v <==
`timescale 1ns / 1ps
module mult_simple
    #( parameter WIDTH = 5)
    (
    input iclk,
    input [WIDTH - 1 : 0] ia,
    input [WIDTH - 1 : 0] ib,
    output [WIDTH*2 - 1 : 0] ores,
    input istart,
    output ovalid,
    output oready
    );
    reg [WIDTH - 1 : 0] a;
    reg [WIDTH - 1 : 0] b;
    reg [WIDTH*2 - 1 : 0] ans;
    reg valid;
    reg ready;
    always @(posedge iclk)
    begin
        if (istart)
        begin
            a <= ia;
            b <= ib;
            ready <= 0;
        end
        if (valid) 
        begin
            ready <=1;
        end
        valid <= istart;    
        ans = a * b;        
    end
    assign ovalid = valid;
    assign oready = ready;
    assign ores = ans;
endmodule
==> design/flow/run.sh <==
#!/bin/bash
# OpenROAD 26Q1-2900-gdf79404cd8, Yosys 0.63+post, stock flow scripts
make -C /OpenROAD-flow-scripts/flow DESIGN_CONFIG=/design/flow/config.mk WORK_HOME=/design/flow/orfs finish
==> design/flow/config.mk <==
export PLATFORM = sky130hd
export DESIGN_NAME = mult_simple
export DESIGN_NICKNAME = mult_simple
export VERILOG_FILES = /design/flow/design.v
export SDC_FILE = /design/flow/constraint.sdc
export NUM_CORES = 4
export LEC_CHECK = 1
export CORE_UTILIZATION = 30
==> design/flow/constraint.sdc <==
current_design mult_simple

set clk_period 3.7
set clk_io_pct 0.2

create_clock -name clk0 -period $clk_period [get_ports {iclk}]

set non_clock_inputs [all_inputs -no_clocks]
set_input_delay [expr $clk_period * $clk_io_pct] -clock clk0 $non_clock_inputs
set_output_delay [expr $clk_period * $clk_io_pct] -clock clk0 [all_outputs]
==> results.py <==
# Flow results
metrics = {
    "outcome": {
        "outcome": "finished, final reports clean",
    },
    "routing": {
        "drc_errors": 0,
        "wire_per_inst_um": 9.93,
        "drt-total-wl_um": 1900,
        "via_per_inst": 4.37,
        "num_antenna_cells": 0,
        "drtIter0Drc": 8,
        "drt-pass1-iter-count": 4,
        "via_count": 835,
        "ant_nets": 0,
    },
    "setup_path": {
        "critPathLaunchType": "register",
        "slowest_stage": "fa_1",
        "r2r_cells": 11,
        "cp_data_arrival_time_ps": 3560,
        "r2r_slack_ps": 350,
        "crit_type": "reg2reg",
        "max_stage_delay_ps": 550,
        "crit_fanout": 5,
        "r2r-start": "a[1]$_DFFE_PP_",
        "cp-end-kind": "register",
        "crit_start": "a[1]$_DFFE_PP_",
        "crit_top_cell": "fa_1",
        "path_cells": "nand2_1, fa_1, fa_1, fa_1, inv_1, ha_1, nor2b_4, o21ai_2, nand2b_2, a2111oi_2, nand3b_1",
        "crit_required_ps": 3910,
        "reg2reg_to": "ans[8]$_DFF_P_",
        "cp-endpoint": "ans[8]$_DFF_P_",
    },
    "global_route": {
        "track_usage": 0.0990,
        "grt_max_degree": 14,
        "grt_pass1_wl_um": 3390,
        "grt_pass1_vias": 834,
        "antenna_found_initial": 0,
        "overflow": 0,
    },
    "cts": {
        "path_clk_slew_ps": 90,
        "cts_tree": "built",
        "numCtsBuffers": 3,
        "cts.sink_count": 22,
        "insertion_delay_ps": 270,
        "cts_setup_buffers": 0,
        "clock_path_buffers": 2,
        "hold_buffers": 0,
        "root_buffer": "clkbuf_8",
        "cts_resized": 0,
        "htreeDepth": 1,
    },
    "timing": {
        "hold_viol": 0,
        "finalSetupTns_ps": 0,
        "min_period_ps": 3350,
        "relSlewSlack": 0.686,
        "worst_pin_slew_ps": 469,
        "rsz0062_at_grt": "no",
        "finClkSkew_ps": 9.86,
        "clock.fmax_mhz": 299,
        "drv_slew": 0,
        "fin_crit_sh": 0.905,
        "setup_viol": 0,
        "holdWs_ps": 446,
    },
    "run": {
        "openroad.warnings": 25,
        "max_cap_violations": 0,
    },
    "place": {
        "hpwl_um": 1530,
        "portBuffers": 23,
        "dpl_cell_area_um2": 1630,
        "gp_congestion": 0.807,
    },
    "worst_hold_path": {
        "hold_class": "reg2reg",
    },
    "synthesis": {
        "yosys_warnings": 1,
        "ys_seq_frac": 0.403,
        "top_area_cell": "edfxtp_1",
        "synth-seq-cells": 22,
        "yosysUniqueCellTypes": 26,
        "post_synth.cell_area_avg_um2": 11.8,
        "top_cell_area_share": 0.224,
        "topCellsByArea": "edfxtp_1, dfxtp_1, ha_1, fa_1, and2_1",
        "syn_area_um2": 1340,
        "yosys.stat.chipArea_um2": 1340,
        "yosysCellCount": 114,
        "syn_inst": 114,
    },
    "finish": {
        "fin_util": 0.412,
        "layout-drive-gt1-share": 0.0638,
        "final_area_um2": 1710,
        "synthToLayoutAreaGrowth_pct": 27.1,
        "final_cell_mix": "clkdlybuf4s50_1, and2_1, ha_1, inv_1, dfxtp_1",
        "nFillCells": 399,
        "lay_top_count": "clkdlybuf4s50_1",
    },
    "floorplan": {
        "die_w_um": 68.9,
        "ios": 24,
        "core_um2": 4140,
        "rows": 23,
        "die_y_um": 68.9,
        "chip_area_um2": 4740,
        "initCoreUtil": 0.324,
    },
    "power_and_ir_drop": {
        "power_uw": 860,
        "irDropWorstVdd_v": 0.000335,
        "powerDensity_nw_per_um2": 504,
        "p_leak_uw": 0.000750,
    },
}
==> sequential cells by signal (all words and copies together), names as in the netlist <==
signal and count:
ready 1, ans 10, valid 1, b 5
a 5
==> cells in the mapped netlist <==
master	count
nor2b_1	1
o21bai_1	1
nand2b_1	1
nor2b_4	1
edfxtp_1	10
o21ai_2	1
dfxtp_1	12
and2_1	19
nor3_1	1
o41ai_2	1
a21oi_1	2
a2111oi_2	1
nand2b_2	1
nand2_1	6
ha_1	18
xor2_1	3
a21boi_1	1
nand3_1	1
nor2_1	1
nand3b_1	2
o21ai_0	1
a21o_1	1
fa_1	9
inv_1	16
a221oi_1	1
xnor2_1	2
==> critical path, delay by kind of cell (launching register included) <==
family / cells / cell delay, ps
fa+ha+maj: 4 / 1860
simple gates: 4 / 500
compound gates: 2 / 460
flops: 1 / 450
buf+inv: 1 / 40
==> power breakdown <==
| part | switching, uW | internal (uW) |
|---|---|---|
| clock | 81.9 | 144 |
| combinational | 122 | 185 |
| sequential | 18.1 | 308 |
==> cell families (layout without fill, tap and decap cells) <==
kind of cell    after synthesis  in the layout  share of synthesized area
buf+inv                      16             43                     0.0448
compound gates               10             10                     0.0644
fa+ha+maj                    27             27                      0.302
flops                        22             22                      0.403
simple gates                 34             34                      0.153
xor+xnor                      5              5                     0.0327
==> area by class of cell <==
cell class              instances  area, um^2  share of cell area
clock buffers                   3        41.3              0.0242
well taps                      50        62.6              0.0367
multi-input cells              76         741               0.434
flip-flops and latches         22         541               0.317
inverters                      16        60.1              0.0352
repair buffers                 23         230               0.135
clock inverters                 1        30.0              0.0176
==> per-layer routing <==
metal | routed length [um] | global-route usage | share of wire
met1 | 894 | 0.128 | 0.47
met2 | 842 | 0.169 | 0.44
met3 | 141 | 0.0367 | 0.074
met4 | 17 | 0.00765 | 0.0090
met5 | 0 | 0 | 0
==> worst min path at each step <==
stage,from,to,slack (ps),depth (start not counted)
final,valid$_DFF_P_,ready$_SDFFE_PP1P_,450,1
after global routing,valid$_DFF_P_,ready$_SDFFE_PP1P_,470,1
after CTS,valid$_DFF_P_,ready$_SDFFE_PP1P_,450,1
==> through the flow <==
step,instances,worst slack [ps]
after floorplan,114,500
after global placement,187,412
after detailed placement,187,353
after CTS,191,329
after global routing,191,206
final,191,350
Power and IR drop assume default switching activity.
