### /design/flow/design.v
`timescale 1ns / 1ps
module trachtenberg_simple
    #( parameter WIDTH = 5)
    (
    input iclk,
    input [WIDTH - 1 : 0] ia,
    input [WIDTH - 1 : 0] ib,
    output [WIDTH*2 - 1 : 0] ores,
    input istart,
    output ovalid,
    output oready
    );
    reg [WIDTH - 1 : 0] a;
    reg [WIDTH - 1 : 0] b;
    reg [WIDTH*2 - 1 : 0] res0, res1, res2, res3, res4, res5, res6, res7, res8;
    reg [WIDTH*2 - 1 : 0] ans;
    reg valid;
    reg ready;
    always @(posedge iclk)
    begin
        res0 = a[0] & b[0];
        ans[0] = res0[0];
        res1 = (a[0] & b[1]) + (a[1] & b[0]);
        ans[1] = res1[0];
        res2 = (a[0] & b[2]) + (a[2] & b[0]) + (a[1] & b[1]) + res1[9:1];
        ans[2] = res2[0];
        res3 = (a[0] & b[3]) + (a[3] & b[0]) + (a[2] & b[1]) + (a[1] & b[2]) + res2[9:1];
        ans[3] = res3[0];
        res4 = (a[0] & b[4]) + (a[4] & b[0]) + (a[1] & b[3]) + (a[3] & b[1]) + (a[2] & b[2]) + res3[9:1];
        ans[4] = res4[0];
        res5 = (a[1] & b[4]) + (a[4] & b[1]) + (a[2] & b[3]) + (a[3] & b[2]) + res4[9:1];
        ans[5] = res5[0];
        res6 = (a[2] & b[4]) + (a[4] & b[2]) + (a[3] & b[3]) + res5[9:1];
        ans[6] = res6[0];
        res7 = (a[3] & b[4]) + (a[4] & b[3]) + res6[9:1];
        ans[7] = res7[0];
        res8 = (a[4] & b[4]) + res7[9:1];
        ans[9:8] = res8[1:0];
    end
    always @(posedge iclk)
    begin
        if (istart)
        begin
            a <= ia;
            b <= ib;
            ready <= 0;
        end
        if (valid) 
        begin
            ready <=1;
        end
        valid <= istart;
    end
    assign ovalid = valid;
    assign oready = ready;
    assign ores = ans;
endmodule
### /design/flow/run.sh
#!/bin/bash
# OpenROAD 26Q1-2900-gdf79404cd8, Yosys 0.63+post, stock flow scripts
make -C /OpenROAD-flow-scripts/flow DESIGN_CONFIG=/design/flow/config.mk WORK_HOME=/design/flow/orfs finish
### /design/flow/config.mk
export PLATFORM = sky130hd
export DESIGN_NAME = trachtenberg_simple
export DESIGN_NICKNAME = trachtenberg_simple
export VERILOG_FILES = /design/flow/design.v
export SDC_FILE = /design/flow/constraint.sdc
export NUM_CORES = 4
export LEC_CHECK = 1
export CORE_AREA = 10 10 95 95
export DIE_AREA = 0 0 105 105
### /design/flow/constraint.sdc
current_design trachtenberg_simple

set clk_period 6.9
set clk_io_pct 0.2

create_clock -name clk0 -period $clk_period [get_ports {iclk}]

set non_clock_inputs [all_inputs -no_clocks]
set_input_delay [expr $clk_period * $clk_io_pct] -clock clk0 $non_clock_inputs
set_output_delay [expr $clk_period * $clk_io_pct] -clock clk0 [all_outputs]
==> flow_metrics.tcl <==
# implementation run metrics
set metrics [dict create \
    yosysTopAreaCell "edfxtp_1" \
    cts_root_buf "clkbuf_8" \
    vias 801 \
    rsz0062_at_grt "yes" \
    dr.pass1.iters 3 \
    worstPathRequired_ns 7.06 \
    first_iter_violations 12 \
    numCtsBuffers 3 \
    most_common_cell "inv_1" \
    globalRouteOverflowTotal 0 \
    io_pins 24 \
    fill_cells 721 \
    gp_congestion 0.818 \
    clkTransAtPathRegs_ns 0.09 \
    avgSynthCellArea_sq_um 12.4 \
    violations "negative setup slack" \
    wl_met1_um 984 \
    logic_area_sq_um 723 \
    crit_top_cell "fa_1" \
    startpoint "a[1]" \
    cts_buffer_depth 2 \
    r2r_start "a[1]" \
    max_cap_violations 0 \
    drive_above_1_share 0.276 \
    synth_seq_share 0.429 \
    synth-edff-count 10 \
    track_usage 0.0454 \
    yosys_warnings 1 \
    top_cell_area_share 0.238 \
    top_cells_by_area "edfxtp_1, fa_1, dfxtp_1, ha_1, and2_1" \
    r2r_slack_ns -1.40 \
    hold_buffers 0 \
    ys_area_sq_um 1260 \
    cts.sinks 22 \
    common_cells "inv_1, and2_1, fa_1" \
    fin_crit_ns 8.30 \
    finalClockPeriodUsage 1.20 \
    viasPerCell 3.32 \
    coreArea_sq_um 6910 \
    wl_met3_um 59 \
    fp.dieH_um 105 \
    fmax_mhz 120 \
    synth_cell_types 14 \
    ys_cells 102 \
    r2r_end "ans[9]" \
    wl_per_cell_um 9.62 \
    hp-class "reg -> reg" \
    route.top_layer_used "met4" \
    syn_area_sq_um 1260 \
    total_power_uw 506 \
    rr_worst_depth 31 \
    dr_wl_met2_mm 1.20 \
    path_class "reg -> reg" \
    setup_viol 3 \
    p_per_area_nw_per_um2 270 \
    antenna_cells 0 \
    grt_pass1_wl_mm 4.17 \
    worst_pin_slew_ns 0.492 \
    cts_tree "yes" \
    drc 0 \
    synth_cells 102 \
    antenna_found_initial 0 \
    grt_start_max_net_pins 14 \
    num_rows 30 \
    worst_clock_skew_ns 0.00372 \
    port_buffers 23 \
    finalWorstSetupSlack_ns -1.40 \
    synthFlopType "dfxtp_1" \
    path_max_fanout 2 \
    post-route-util 0.272 \
    cp_data_arrival_time_ns 8.46 \
    ant_nets 0 \
    slowest_delay_ns 0.51 \
    synth_flops 22 \
    routed_wl_mm 2.32 \
    syn_to_final_growth_pct 49.0 \
    warnings 28 \
    leakage_nw 0.805 \
    worstSkewPairLatency_ns 0.27 \
    crit_path_end "ans[9]" \
    grt_pass1_vias 887 \
    hold_viol_final 0 \
    vdd_drop_max_mv 0.0957 \
    chip_area_sq_um 11000 \
    critPathSlowestCell "fa_1" \
    die_w_um 105 \
    synthArstFlopShare 0 \
    cts_max_level 1 \
    max-slew-margin-rel 0.671 \
    fp_util 0.182 \
    end_kind "flop" \
    place_hpwl_mm 1.90 \
    finalSetupTns_ns -3.47 \
    status "finished, violations left" \
    crit_path_start_kind "flop" \
    flop_area_sq_um 541 \
    drv_slew 0 \
]
==> flip-flops by register name, indices dropped and copies added (netlist names) <==
register  flops
a             5
ans          10
b             5
ready         1
valid         1
==> critical path, delay by kind of cell (launching register included) <==
| family | cells | cell delay, ns |
|---|---|---|
| XOR/XNOR | 2 | 0.29 |
| AND/OR/NAND/NOR | 1 | 0.14 |
| flip-flops | 1 | 0.36 |
| buffers and inverters | 8 | 0.39 |
| adder cells (fa/ha/maj) | 20 | 7.04 |
==> kinds of logic (layout without fill, tap and decap cells) <==
family,Yosys count,after routing,share of synthesized area
AND-OR/OR-AND,5,5,0.0457
XOR/XNOR,5,5,0.0348
adder cells (fa/ha/maj),24,24,0.316
buffers and inverters,19,62,0.0566
flip-flops,22,22,0.429
AND/OR/NAND/NOR,27,27,0.118
==> metrics by stage <==
step	hold WS (ns)	setup slack (ns)	std cells	area (sq um)
floorplan	0.382	-1.39	102	1320
detailed placement	0.419	-1.46	236	1780
global placement	0.409	-1.46	236	1780
finish	0.438	-1.40	241	1880
CTS	0.442	-1.46	241	1860
global route	0.448	-1.71	241	1880
==> placed cells by master (no fill, tap or decap), drive strengths merged <==
| cell type | n |
|---|---|
| clkbuf | 3 |
| edfxtp | 10 |
| dfxtp | 12 |
| buf | 16 |
| ha | 11 |
| inv | 19 |
| and2 | 15 |
| xor2 | 3 |
| clkdlybuf4s50 | 23 |
| nand2 | 11 |
| bufinv | 1 |
| a21o | 3 |
| o2111ai | 1 |
| fa | 13 |
| xnor2 | 2 |
| o211ai | 1 |
| nor2b | 1 |
==> metal layers <==
| layer | GRT usage | up-vias |
|---|---|---|
| li1 | - | 401 |
| met1 | 0.0510 | 382 |
| met2 | 0.0850 | 13 |
| met3 | 0.00807 | 5 |
| met4 | 0.0127 | 0 |
| met5 | 0 | - |
==> cell type report <==
class | count | share of cell area
clock buffers | 3 | 0.0220
clock inverters | 1 | 0.0160
inverters | 19 | 0.0380
multi-input cells | 61 | 0.385
flip-flops and latches | 22 | 0.288
well taps | 96 | 0.0640
repair buffers | 39 | 0.187
==> how the worst min path moves through the flow <==
| stage | cells after the start | slack, ns | endpoint | startpoint |
|---|---|---|---|---|
| 4_1_cts | 1 | 0.44 | ready | valid |
| 6_report | 1 | 0.44 | ready | valid |
| 5_1_grt | 1 | 0.45 | ready | valid |
==> power breakdown <==
part	switching (mW)	internal, mW
registers	0.00829	0.166
logic	0.0824	0.124
clock network	0.0475	0.0776
==> repair_timing <==
item	4_1_cts	5_1_grt
resized	0	5
setup buffers	1	0
pin swaps	4	4
gates cloned	0	0
setup endpoints to repair	3	4
Power and IR drop assume default switching activity.
